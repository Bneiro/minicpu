==> flow/design.v <==
module module_alu (
    input  wire [2:0] opcode,
    input  wire signed [15:0] a,
    input  wire signed [15:0] b,    
    output reg  signed [15:0] result,
    output reg  zero_flag
);
    always @* begin
        case (opcode)
            3'b001: result = a + b;  
            3'b010: result = a + b;  
            3'b011: result = a - b;  
            3'b100: result = a - b;  
            3'b101: result = (a * b) & 16'hFFFF;  
            default: result = b;     
        endcase
        zero_flag = (result == 16'sd0);
    end
endmodule
==> flow/run.sh <==
#!/bin/bash
# OpenROAD 26Q1-2900-gdf79404cd8, Yosys 0.63+post, stock flow scripts
make -C /OpenROAD-flow-scripts/flow DESIGN_CONFIG=/design/flow/config.mk WORK_HOME=/design/flow/orfs finish
==> flow/config.mk <==
export PLATFORM = sky130hd
export DESIGN_NAME = module_alu
export DESIGN_NICKNAME = module_alu
export VERILOG_FILES = /design/flow/design.v
export SDC_FILE = /design/flow/constraint.sdc
export NUM_CORES = 4
export LEC_CHECK = 1
export CORE_UTILIZATION = 30
==> flow/constraint.sdc <==
current_design module_alu

set clk_period 11.3
set clk_io_pct 0.2

create_clock -name clk0 -period $clk_period

set non_clock_inputs [all_inputs -no_clocks]
set_input_delay [expr $clk_period * $clk_io_pct] -clock clk0 $non_clock_inputs
set_output_delay [expr $clk_period * $clk_io_pct] -clock clk0 [all_outputs]
==> reports/metrics.cfg <==
[status]
outcome=finished, final reports clean

[layout]
fillers=1836
regArea_um2=0
drive_gt1_frac=0.05420
final_area_mm2=0.006356
comb_area_mm2=0.004880
flops=0
area_growth_pct=16.41
final-instance-count-excl-fill=963
clkbuf_count=0

[synth]
netlist_area_mm2=0.005460
synth_cells=687
ys_seq_share=0
synth-area-yosys_mm2=0.005460
yosysTopAreaCell=fa_1
yosys_warnings=1
synth_cell_type_count=63
top_area_frac=0.2970
avgSynthCellArea_um2=7.948
ys_cells=687
top_cells_by_area=fa_1 30%, ha_1 15%, inv_1 8.7%

[final_timing]
tns_ns=0
rsz0062_at_grt=false
hold_viol=0
min_period_ns=11.00
worst_pin_slew_ns=0.8416
max_freq_ghz=0.09088
final-max-slew-violation-count=0
period_used_share=0.9738
setup_viol=0
maxSlewHeadroom=0.4229

[clock_tree]
cts_setup_buffers=0
cts.hold.buffers_added=0

[placed_design]
portBuffers=52
dp_hpwl_um=13340
place_area_mm2=0.006350
place.gp.congestion=0.9317
dp_cells=963

[floorplan]
die_h_um=136.9
core-area_mm2=0.01754
fp_util=0.3114
rows=48
io-pin-count=52
die-area_mm2=0.01874
die_w_um=136.9

[worst_setup_path]
timing_worst_setup_path_type=in -> out
crit_arrival_ns=8.74
crit_buf_inv=6
slowest_stage=clkdlybuf4s50_1
max_stage_delay_ns=0.69
crit_chain=clkdlybuf4s50_1 > and2_1 > fa_1 > inv_1 > fa_1 > fa_1 > fa_1 > inv_1 > fa_1 > inv_1 > fa_1 > inv_1 > ha_1 > nand3_1 > a21oi_1 > a2111oi_0 > nor3_1 > xnor2_1 > o211ai_1 > nor4_2 > clkdlybuf4s50_1
worst_setup_path_end_kind=output port
startpoint_type=primary input
crit_fanout=10
crit_required_ns=9.04
critical-path-top-delay-family=adder cells
crit_top_cell=fa_1

[drt]
viasPerCell=4.945
first_pass_iters=5
antenna_left=0
drc=0
diodes=0
num_vias=4762
wl_per_cell_um=16.55
finalWirelength_um=15940
drtIter0Drc=298

[power]
p_seq_frac=0
power.density_mw_per_mm2=185.0
intPower_w=0.0005613
comb_power_share=1.000
swShare=0.5227
p_switching_w=0.0006147
power_w=0.001176
pwr-share-clk=0
ir_drop_uv=140.1
p_leak_nw=2.968

[flow_run]
warning_count=33
drv_cap=0

[global_route]
grt_pass1_wl_um=26280
grt_pass1_vias=4851
grt.overflow.total=0
antenna_found_initial=0
grtUsageTotal=0.1927
grt_max_degree=20

[min_path]
min_path_type=in -> out

## layer usage
metal / vias up / global-route usage / part of all wire
li1: 2296 / - / -
met1: 2276 / 0.2828 / 0.44
met2: 162 / 0.3082 / 0.47
met3: 28 / 0.03288 / 0.067
met4: 0 / 0.03480 / 0.022
met5: - / 0 / 0
## worst paths after layout
kind,from,to,slack (ns),depth (start not counted)
max,a[7],zero_flag,0.30,21
min,b[1],result[1],5.75,4
## cell usage in the layout, fill, tap and decap left out, drive strengths merged, types with 9 or more instances in the layout
| cell type | synthesis | routed |
|---|---|---|
| inv | 127 | 127 |
| nand2 | 82 | 82 |
| fa | 81 | 81 |
| ha | 66 | 66 |
| and2 | 61 | 61 |
| clkdlybuf4s50 | 0 | 50 |
| xnor2 | 49 | 49 |
| nor2 | 36 | 36 |
| buf | 3 | 24 |
| a21oi | 18 | 18 |
| nor3 | 15 | 15 |
| xor2 | 13 | 13 |
| o21ai | 13 | 13 |
| a31oi | 9 | 9 |
## Yosys cell counts (4+ instances only)
cell,number
a211oi_1,5
a21oi_1,18
a221o_1,4
a31oi_1,9
and2_1,61
clkbuf_1,22
fa_1,81
ha_1,66
inv_1,127
nand2_1,82
nand2b_1,7
nor2_1,35
nor2b_1,5
nor3_1,15
o21a_1,7
o21ai_0,11
o21bai_1,4
xnor2_1,48
xor2_1,13
## final cells by class
type	instances	area share
multi-input combinational	535	0.7677
timing repair buffer	76	0.1130
inverter	127	0.07500
tap	225	0.04429
## logic make-up (layout without fill, tap and decap cells)
family,after synthesis,after routing,synth area share
buffers and inverters,152,203,0.1066
and+or+nand+nor,229,229,0.2120
xor gates and xnor gates,62,62,0.1008
adders and majority gates,147,147,0.4482
muxes,4,4,0.007791
AOI/OAI and AO/OA,93,93,0.1247
## through the flow
stage	setup WS, ns	util	hold WS [ns]
3_3_place_gp	0.1956	0.3621	5.798
2_1_floorplan	1.585	-	4.619
6_report	0.2966	0.3624	5.751
3_5_place_dp	0.2294	0.3621	5.790
5_1_grt	0.006446	0.3624	5.812
4_1_cts	0.2106	0.3621	5.789
## power groups by stage
stage	clock network [W]	logic, W	registers (W)
after CTS	0	0.00119	0
after global routing	0	0.00135	0
final	0	0.00118	0
## repair_timing
action	4_1_cts	5_1_grt
setup endpoints to repair	0	1
resized	0	3
hold endpoints to repair	0	0
Power is estimated from default activity; no workload was simulated.
